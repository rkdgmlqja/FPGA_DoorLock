--- flow/config.mk ---
export PLATFORM = sky130hd
export DESIGN_NAME = top
export DESIGN_NICKNAME = top
export VERILOG_FILES = /design/flow/design.v
export SDC_FILE = /design/flow/constraint.sdc
export NUM_CORES = 4
export LEC_CHECK = 1
export CORE_UTILIZATION = 40
--- flow/constraint.sdc ---
current_design top

set clk_period 2.3
set clk_io_pct 0.2

create_clock -name clk0 -period $clk_period [get_ports {clkt}]

set non_clock_inputs [all_inputs -no_clocks]
set_input_delay [expr $clk_period * $clk_io_pct] -clock clk0 $non_clock_inputs
set_output_delay [expr $clk_period * $clk_io_pct] -clock clk0 [all_outputs]
--- flow/design.v ---
`timescale 1ns / 1ps
module sseg(
input clk,
input reset_n,
input [17:0]sevenseg_in,
output reg [6:0]   seg0,
output reg [6:0]   seg1,
output reg [6:0]   seg2,
output reg [6:0]   seg3
);
localparam d0 = 4'd0;
localparam d1 = 4'd1;
localparam d2 = 4'd2;
localparam d3 = 4'd3;    
localparam d4 = 4'd4;
localparam d5 = 4'd5;
localparam d6 = 4'd6;
localparam d7 = 4'd7;
localparam d8 = 4'd8;
localparam d9 = 4'd9;
localparam n0 = 7'b011_1111;
localparam n1 = 7'b000_0110;
localparam n2 = 7'b101_1011;
localparam n3 = 7'b100_1111;    
localparam n4 = 7'b110_0110;
localparam n5 = 7'b110_1101;
localparam n6 = 7'b111_1100;
localparam n7 = 7'b010_0111;
localparam n8 = 7'b111_1111;
localparam n9 = 7'b110_1111;
localparam nl = 7'b000_0000;
localparam no = 7'b100_0000;
always @ (posedge clk or negedge reset_n)begin
    if(!reset_n)begin
        seg0<=no;
        seg1<=no;
        seg2<=no;
        seg3<=no;
    end
    else if (sevenseg_in[17:16]==2'b10||sevenseg_in[17:16]==2'b01)begin
        if (sevenseg_in[3:0]==d0)
            seg0<=n0;
        else if(sevenseg_in[3:0]==d1)
            seg0<=n1;
        else if(sevenseg_in[3:0]==d2)
            seg0<=n2;
        else if(sevenseg_in[3:0]==d3)
            seg0<=n3;
        else if(sevenseg_in[3:0]==d4)
            seg0<=n4;
        else if(sevenseg_in[3:0]==d5)
            seg0<=n5;
        else if(sevenseg_in[3:0]==d6)
            seg0<=n6;
        else if(sevenseg_in[3:0]==d7)
            seg0<=n7;
        else if(sevenseg_in[3:0]==d8)
            seg0<=n8;
        else if(sevenseg_in[3:0]==d9)
            seg0<=n9;
        else
            seg0<=nl;
        if (sevenseg_in[7:4]==d0)
            seg1<=n0;
        else if(sevenseg_in[7:4]==d1)
            seg1<=n1;
        else if(sevenseg_in[7:4]==d2)
            seg1<=n2;
        else if(sevenseg_in[7:4]==d3)
            seg1<=n3;
        else if(sevenseg_in[7:4]==d4)
            seg1<=n4;
        else if(sevenseg_in[7:4]==d5)
            seg1<=n5;
        else if(sevenseg_in[7:4]==d6)
            seg1<=n6;
        else if(sevenseg_in[7:4]==d7)
            seg1<=n7;
        else if(sevenseg_in[7:4]==d8)
            seg1<=n8;
        else if(sevenseg_in[7:4]==d9)
            seg1<=n9;
        else
            seg1<=nl;      
        if (sevenseg_in[11:8]==d0)
            seg2<=n0;
        else if(sevenseg_in[11:8]==d1)
            seg2<=n1;
        else if(sevenseg_in[11:8]==d2)
            seg2<=n2;
        else if(sevenseg_in[11:8]==d3)
            seg2<=n3;
        else if(sevenseg_in[11:8]==d4)
            seg2<=n4;
        else if(sevenseg_in[11:8]==d5)
            seg2<=n5;
        else if(sevenseg_in[11:8]==d6)
            seg2<=n6;
        else if(sevenseg_in[11:8]==d7)
            seg2<=n7;
        else if(sevenseg_in[11:8]==d8)
            seg2<=n8;
        else if(sevenseg_in[11:8]==d9)
            seg2<=n9;
        else
            seg2<=nl;   
        if (sevenseg_in[15:12]==d0)
            seg3<=n0;
        else if(sevenseg_in[15:12]==d1)
            seg3<=n1;
        else if(sevenseg_in[15:12]==d2)
            seg3<=n2;
        else if(sevenseg_in[15:12]==d3)
            seg3<=n3;
        else if(sevenseg_in[15:12]==d4)
            seg3<=n4;
        else if(sevenseg_in[15:12]==d5)
            seg3<=n5;
        else if(sevenseg_in[15:12]==d6)
            seg3<=n6;
        else if(sevenseg_in[15:12]==d7)
            seg3<=n7;
        else if(sevenseg_in[15:12]==d8)
            seg3<=n8;
        else if(sevenseg_in[15:12]==d9)
            seg3<=n9;
        else
            seg3<=nl;                                                           
    end
    else begin
        seg0<=no;
        seg1<=no;
        seg2<=no;
        seg3<=no;
    end
end
endmodule
`timescale 1ns / 1ps
module led(
input rst_n,
input clk,
input led_in,
output reg led0,
output reg led1,
output reg led2,
output reg led3
);
always@(posedge clk )begin
    if(!rst_n)begin
        led0<=1'b0;
        led1<=1'b0;
        led2<=1'b0;
        led3<=1'b0;
    end
    else if(led_in)begin
        led0<=1'b1;
        led1<=1'b1;
        led2<=1'b1;
        led3<=1'b1;
    end 
    else begin
        led0<=1'b0;
        led1<=1'b0;
        led2<=1'b0;
        led3<=1'b0;
    end
end
endmodule
`timescale 1ns / 1ps
module password_verifier(
input clk,
input reset_n,
input[16:0] pwsin,
input[1:0] current_state,
output reg pw_valid_out
);
reg [15:0] pswd;
always @(posedge clk or negedge reset_n) begin
    if(!reset_n)begin
        pswd[3:0] <= 4'd4;
		pswd[7:4] <= 4'd3;
		pswd[11:8] <= 4'd2;
		pswd[15:12] <= 4'd1;
		pw_valid_out <= 0;
    end
	else if(current_state==2'b11)begin
		pswd <= pwsin[15:0];
		pw_valid_out <= 0;
	end
	else if (current_state==2'b01)begin
		if(pwsin[15:0]==pswd) begin
			pw_valid_out <= 1;
		end
		else begin
			pw_valid_out <= 0;
		end
	end
    else begin
        pw_valid_out <= 0;
    end
end
endmodule
`timescale 1ns / 1ps
module state_machine
(
input clk,
input reset_n,
input [3:0]switch_in,
input pw_valid_in,
output reg [16:0]pwsout,
output reg led_out,
output reg [17:0]sevenseg_out,
output reg [1:0]current_state);
reg [1:0] next_state;
reg [2:0] cnt;
reg [3:0]switch_buffer1;
reg [3:0]switch_buffer2;
localparam lock = 2'b00;
localparam waiting = 2'b01;
localparam open = 2'b10;
localparam change = 2'b11;
always@(posedge clk) begin
    switch_buffer1<= switch_in;
end
always@(posedge clk) begin
    if(switch_in==switch_buffer1)begin
        switch_buffer2<=0;
    end
    else begin
        switch_buffer2<=switch_in;
    end
end
always@(posedge clk or negedge reset_n) 
begin
	if (!reset_n) begin
		current_state <= lock;
	end
	else begin
		current_state <= next_state;
	end
end
always@(*)
begin
	case(current_state)
	lock : if(switch_buffer2==4'd11)
			next_state = waiting;
		else
			next_state = lock;
	waiting : if(switch_buffer2==4'd11)begin
	       if(pw_valid_in)begin
			next_state = open;
		   end
		   else begin
			next_state = lock;
		   end
		end
		else begin
			next_state = waiting;
		end
	open : if(switch_buffer2==4'd11)
			next_state = lock;
		else if (switch_buffer2==4'd12)
			next_state = change;
		else
			next_state = open;
	change : if (switch_buffer2==4'd12)
			next_state = open;
		else 
			next_state = change;
	endcase
end
always@(posedge clk)
begin
	if (current_state==lock||current_state==open)begin
		cnt<=0;
	end
	else if (switch_buffer2==4'd1)begin
	    if(cnt==3'd3)begin
	       cnt<=0;
	    end
	    else begin
		cnt<=cnt+1;
		end
	end
	else begin
		cnt <= cnt;
	end
end
reg pwen;
reg[23:0] pwd;
always@(posedge clk)
begin
	if(current_state==change||current_state==waiting)begin
		if(switch_buffer2!=4'd11||switch_buffer2!=4'd12||switch_buffer2!=4'd0)begin
			if(switch_buffer2==4'd2)begin
			    if (cnt==0)begin
			         if(pwsout[15:12]==9)begin
			             pwsout[15:12]<=0;
			         end
			         else begin
			         pwsout[15:12]<=pwsout[15:12]+1;
			         end
			    end
			    else if (cnt==1)begin
			         if(pwsout[11:8]==9)begin
			             pwsout[11:8]<=0;
			         end
			         else begin
			         pwsout[11:8]<=pwsout[11:8]+1;
			         end
			    end
			    else if (cnt==2)begin
			         if(pwsout[7:4]==9)begin
			             pwsout[7:4]<=0;
			         end
			         else begin
			         pwsout[7:4]<=pwsout[7:4]+1;
			         end
			    end
			    else begin
			         if(pwsout[3:0]==9)begin
			             pwsout[3:0]<=0;
			         end
			         else begin
			         pwsout[3:0]<=pwsout[3:0]+1;
			         end
			    end
			end
			else begin
				if (cnt==0)begin
			         pwsout[15:12]<= pwsout[15:12];
			    end
			    else if (cnt==1)begin
			         pwsout[11:8]<= pwsout[11:8];
			    end
			    else if (cnt==2)begin
			         pwsout[7:4]<= pwsout[7:4];
			    end
			    else begin
			         pwsout[3:0]<= pwsout[3:0];
			    end
			end
		end
	end
	else begin
	pwsout[15:0] <= 16'b0000_0000_0000_0000; 
	end
end
always@(posedge clk)
begin
	if (current_state==change) 
	begin
		pwsout[16] <= 1;
	end
	else 
	begin
		pwsout[16] <= 0;
	end
end
always@(posedge clk)
begin
	if (current_state==open||current_state==change)
	begin
		led_out<=0;
	end
	else
	begin
		led_out<=1;
	end
end
always@(posedge clk)
begin
	if (current_state==waiting) begin
		sevenseg_out[17:16] <= 2'b10;
		sevenseg_out[15:0]<=pwsout[15:0]; 
	end
	else if(current_state==change) begin
		sevenseg_out[17:16] <= 2'b01;
		sevenseg_out[15:0]<=pwsout[15:0]; 
	end
	else begin
		sevenseg_out[17:16] <= 2'b00;
		sevenseg_out[15:0]<=pwsout[15:0]; 
	end
end
endmodule
`timescale 1ns / 1ps
module switch_interface(
input clk,
input rst,
input numbup,
input change_digit,
input switchA,
input switchB,
output reg [3:0]switch_out,
output reg rst_n
);
reg rstq1, rstq2;
reg numbupq1, numbupq2;
reg change_digitq1, change_digitq2;
reg switchAq1, switchAq2;
reg switchBq1, switchBq2;
wire fmscnt;
reg [19:00] mscnt ;
localparam ms = 625000;
wire rstd, numbupd, change_digitd, switchAd, switchBd;
assign  rstd = (rstq1)&(~rstq2);
assign  numbupd = (numbupq1)&(~numbupq2);
assign  change_digitd = (change_digitq1)&(~change_digitq2);
assign  switchAd = (switchAq1)&(~switchAq2);
assign  switchBd = (switchBq1)&(~switchBq2);
always @(posedge clk) begin
    if(fmscnt)begin
        if(rstd)begin
            mscnt<=0;
         end
         else begin
            mscnt<=mscnt;
         end
    end
    else begin
        mscnt<=mscnt+1;
        if(mscnt==ms-1)begin
            mscnt<=0;
        end
    end
end
assign fmscnt = (mscnt==ms-1) ? 1'b1:1'b0; 
always@(posedge clk) begin
    if(fmscnt) begin
        rstq1<=rst;
        rstq2<=rstq1;
        numbupq1<=numbup;
        numbupq2<=numbupq1;
        change_digitq1<=change_digit;
        change_digitq2<=change_digitq1;
        switchAq1<=switchA;
        switchAq2<=switchAq2;
        switchBq1<=switchB;
        switchBq2<=switchBq1;
    end
end
always@(posedge clk)begin
    if(fmscnt)begin
        if(rstd) begin
            rst_n<=0;
        end
        else begin
            rst_n<=1;
        end
        if(numbupd) begin
            switch_out<= 4'd2;
        end
        else if(change_digitd) begin
            switch_out<= 4'd1;
        end
        else if(switchAd) begin
            switch_out<= 4'd11;
        end
        else if(switchBd) begin
            switch_out<= 4'd12;
        end
        else begin
            switch_out<= 4'd0;
        end
    end
end
endmodule
`timescale 1ns / 1ps
module top(
input wire clkt,
input wire rstt,
input wire numbupt,
input wire change_digitt,
input wire switchAt,
input wire switchBt,
output wire led0t, led1t, led2t, led3t,
output wire select_seg1, select_seg2,
output wire [6:0] segAout, segBout
);
wire [16:0]pwt;
wire pw_validt;
wire rst_nt;
wire [3:0]switch_outt;
wire ledt;
wire [17:0]sevensegt;
reg select_seg;
wire [6:0]   seg0t, seg1t, seg2t, seg3t;
wire [1:0] statenum;
switch_interface si(
    .clk(clkt),
    .rst(rstt),
    .numbup(numbupt),
    .change_digit(change_digitt),
    .switchA(switchAt),
    .switchB(switchBt),
    .switch_out(switch_outt),
    .rst_n(rst_nt)
);
state_machine sm(
    .clk(clkt),
    .reset_n(rst_nt),
    .switch_in(switch_outt),
    .pw_valid_in(pw_validt),
    .pwsout(pwt),
    .led_out(ledt),
    .sevenseg_out(sevensegt),
    .current_state(statenum)
);
led ld(
    .rst_n(rst_nt),
    .clk(clkt),
    .led_in(ledt),
    .led0(led0t),
    .led1(led1t),
    .led2(led2t),
    .led3(led3t)
);
sseg sg(
    .clk(clkt),
    .reset_n(rst_nt),
    .sevenseg_in(sevensegt),
    .seg0(seg0t),
    .seg1(seg1t),
    .seg2(seg2t),
    .seg3(seg3t)    
);
password_verifier pv(
    .clk(clkt),
    .reset_n(rst_nt),
    .pwsin(pwt),
    .pw_valid_out(pw_validt),
    .current_state(statenum)
);
reg [12:0] cnt;
always@(posedge clkt or negedge rst_nt)begin
    if (!rst_nt)begin
        cnt<=0;
        select_seg<=0;
    end
    else if(cnt==13'd1) begin
        select_seg<=~select_seg;
        cnt<= cnt+1;
    end
    else if (cnt==13'b1111_1111_1111_1)begin
        cnt<=0;
    end
    else begin
        cnt<= cnt+1;
    end        
end
assign select_seg1 = select_seg;
assign select_seg2 = select_seg;
assign segAout = (!select_seg) ? seg0t:seg1t;
assign segBout = (!select_seg) ? seg2t:seg3t;
endmodule
--- flow/run.sh ---
#!/bin/bash
# OpenROAD 26Q1-2900-gdf79404cd8, Yosys 0.63+post, stock flow scripts
make -C /OpenROAD-flow-scripts/flow DESIGN_CONFIG=/design/flow/config.mk WORK_HOME=/design/flow/orfs finish
==> impl_metrics.yaml <==
# implementation run metrics
run_status:
  status: "finished clean"
finish:
  stdcell_count: 609
  area_growth_pct: 19.4
  final_util_pct: 49.8
  drive_gt1_share_pct: 14.2
  fillCellCount: 1002
setup_path:
  crit_arrival_ns: 1.72
  cpPeakStageDelay_ns: 0.40
  end_kind: "primary output"
  path_class: "register to primary output"
  worst_r2r_path_depth: 5
  required_ns: 1.84
  cp_top_family: "buffers and inverters"
  critical_path.max_fanout: 16
  cp-start-kind: "register"
  path_depth: 3
  cp_slowest_cell: "clkdlybuf4s50_1"
  cp_cell_sequence: "buf_6 > mux2_2 > clkdlybuf4s50_1"
  worst-path-buf-inv: 2
logic_synthesis:
  synth_warnings: 6
  async_flop_share_pct: 37.6
  ys_top_logic_family: "simple AND/OR/NAND/NOR gates"
  ys_seq_share_pct: 59.6
  edf_count: 32
  syn_avg_cell_area_um2: 11.3
  netlist_area_mm2: 0.00485
  syn_inst: 428
  aoi_share_pct: 6.43
  synth_cell_type_count: 46
  fa_ha_area_share_pct: 0.774
  synth_flops: 117
  ys_sh_xor_pct: 6.68
  mux_area_share_pct: 3.72
  ys_cells: 428
  ys_chip_area_mm2: 0.00485
  simple_gate_area_share_pct: 19.5
  yosys_most_used_dff: "dfxtp_1"
floorplanning:
  num_rows: 39
  io_pins: 26
  fp_util_pct: 41.7
  die_y_um: 112
  coreArea_mm2: 0.0116
  die_x_um: 112
  chip_area_mm2: 0.0126
sta:
  post-route-min-period_ns: 2.18
  finalMaxSlewViolations: 0
  clock_skew_ns: 0.00771
  max_slew_margin_pct: 66.3
  period_used_pct: 94.9
  max_freq_mhz: 458
  tns_ns: 0
  rsz0062_at_grt: "no"
  finalHoldViolations: 0
  worst-slew-pin-transition_ns: 0.506
  finalSetupViolations: 0
grt:
  first_global_vias: 2792
  grt_first_pass_wirelength_um: 12900
  grt_usage_pct: 13.1
  gr-total-overflow: 0
  antenna_found_initial: 0
  grt_max_degree: 27
drt:
  drt_iter0_drc: 227
  num_antenna_cells: 0
  first_pass_iters: 15
  ant_nets: 0
  routed_wirelength_um: 7220
  via_per_inst: 4.86
  drc: 0
  routedWlPerCell_um: 11.8
  num_vias: 2961
clocking:
  cts.clk_slew.worst_paths_ns: 0.06
  cts-root-buf: "clkbuf_16"
  cts-htree-levels: 4
  clock_sinks: 117
  cts_tree: "done"
  cts_buffer_depth: 2
  numCtsBuffers: 17
  clock.latency.late_pin_ns: 0.40
  post-cts-setup-buffer-count: 0
placement:
  dp_hpwl_um: 4710
  dp_cells: 577
  place_congestion: 0.802
  port_buffers: 24
hold_path:
  hp-class: "register to asynchronous set/reset pin"
power:
  ir_worst_vdd_mv: 0.459
  p_total_mw: 4.60
  p_per_area_mw_per_mm2: 794
  power.leakage_nw: 2.35
flow_run:
  maxCapViolCount: 0
  warnings: 27
[stage by stage]
stage,area [µm²],worst slack [ns],hold slack (ns)
2_1_floorplan,4850,0.0296,0.323
3_3_place_gp,5210,0.432,0.215
3_5_place_dp,5210,0.422,0.222
4_1_cts,5780,0.0375,0.225
5_1_grt,5790,0.0391,0.236
6_report,5790,0.117,0.216
[where the power goes]
part / total (mW) / switching [mW] / internal [mW] / leakage [nW]
Clock: 2.47 / 0.919 / 1.55 / 0.270
Combinational: 0.00654 / 0.000729 / 0.00581 / 0.834
Sequential: 2.12 / 0 / 2.12 / 1.24
[flip-flops by register name, summed over array words and instances (netlist names), 3 cells and up, named ones only]
name	flops
sm.switch_buffer1	3
si.mscnt	20
sm.pwsout	16
cnt	13
sm.switch_buffer2	3
si.switch_out	3
sg.seg1	7
sg.seg0	7
sg.seg2	7
sm.sevenseg_out	17
sg.seg3	7
[per-layer routing]
metal / routed length, µm / global-route usage (%) / vias up
met5: 0 / 0 / -
met4: 68 / 1.96 / 0
met3: 264 / 3.14 / 7
met2: 3250 / 19.1 / 53
met1: 3630 / 21.3 / 1378
li1: - / - / 1523
[final cells by class]
type	count	area (µm²)	share of cell area, %
clock buffers	19	453	7.83
clock inverters	13	120	2.08
inverters	11	41.3	0.714
multi-input cells	275	1810	31.3
flip-flops and latches	117	2890	49.9
well taps	143	179	3.09
repair buffers	31	297	5.12
[cells in the final DEF (no fill, tap or decap), drive strengths merged, types with 2 or more instances in the layout]
master | synthesis | final
a211oi | 5 | 5
a21oi | 15 | 15
and2 | 22 | 22
and3 | 2 | 2
and4 | 3 | 3
buf | 7 | 7
clkbuf | 18 | 19
clkdlybuf4s50 | 0 | 24
clkinvlp | 0 | 5
dfrtp | 40 | 40
dfstp | 4 | 4
dfxtp | 41 | 41
edfxtp | 32 | 32
ha | 3 | 3
inv | 11 | 17
mux2 | 16 | 16
nand2 | 25 | 25
nand2b | 5 | 5
nand3 | 16 | 16
nand4 | 9 | 9
nor2 | 48 | 48
nor2b | 8 | 8
nor3 | 8 | 8
nor3b | 6 | 6
nor4 | 7 | 7
nor4b | 3 | 3
o211ai | 4 | 4
o21a | 8 | 8
o21ai | 12 | 12
or2 | 2 | 2
or3 | 3 | 3
xnor2 | 17 | 17
xor2 | 20 | 20
[Yosys cell counts, types with 4 or more instances]
cell type | count | share of area (%)
inv_1 | 11 | 0.85
edfxtp_1 | 32 | 20
nand3_1 | 16 | 1.7
dfrtp_1 | 40 | 21
clkbuf_1 | 18 | 1.4
a211oi_1 | 5 | 0.77
o21a_1 | 8 | 1.2
and2_1 | 22 | 2.8
nand4_1 | 7 | 0.90
buf_4 | 4 | 0.62
nor3_1 | 7 | 0.72
nor3b_1 | 6 | 0.93
o21ai_0 | 12 | 1.2
nand2b_1 | 5 | 0.65
dfxtp_1 | 41 | 17
dfstp_2 | 4 | 2.2
nor4_1 | 4 | 0.52
xor2_1 | 20 | 3.6
o211ai_1 | 4 | 0.62
nor2_1 | 48 | 3.7
xnor2_1 | 17 | 3.1
mux2_2 | 16 | 3.7
a21oi_1 | 15 | 1.5
nor2b_1 | 8 | 1.0
nand2_1 | 25 | 1.9
[kinds of logic after synthesis]
group                    after synthesis
AND-OR/OR-AND                         50
XOR/XNOR                              37
adder cells (fa/ha/maj)                3
buffers and inverters                 36
flip-flops                           117
multiplexers                          16
AND/OR/NAND/NOR                      169
[final timing paths]
path,from,endpoint,slack (ns)
hold reg to reg,si.rst_n,cnt[4],0.22
hold / removal,si.rst_n,cnt[4],0.22
setup reg to reg,si.mscnt[9],si.mscnt[13],0.42
setup / recovery,select_seg,segBout[2],0.12
max in group asynchronous,si.rst_n,sg.seg3[6],1.43
min in group clk0,sm.pwsout[6],sm.sevenseg_out[6],0.34
[timing repair]
action                                  in CTS  in global routing
endpoints found under the setup margin       0                  5
gates resized                                0                  1
hold buffers                                 0                  0
endpoints found under the hold margin        0                  0
Power and IR drop assume default switching activity.
